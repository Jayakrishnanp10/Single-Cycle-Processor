===== design/flow/run.sh =====
#!/bin/bash
# OpenROAD 26Q1-2900-gdf79404cd8, Yosys 0.63+post, stock flow scripts
make -C /OpenROAD-flow-scripts/flow DESIGN_CONFIG=/design/flow/config.mk WORK_HOME=/design/flow/orfs finish

===== design/flow/config.mk =====
export PLATFORM = sky130hd
export DESIGN_NAME = alu
export DESIGN_NICKNAME = alu
export VERILOG_FILES = /design/flow/design.v
export SDC_FILE = /design/flow/constraint.sdc
export NUM_CORES = 4
export LEC_CHECK = 1
export CORE_UTILIZATION = 40

===== design/flow/constraint.sdc =====
current_design alu

set clk_period 18.6
set clk_io_pct 0.2

create_clock -name clk0 -period $clk_period

set non_clock_inputs [all_inputs -no_clocks]
set_input_delay [expr $clk_period * $clk_io_pct] -clock clk0 $non_clock_inputs
set_output_delay [expr $clk_period * $clk_io_pct] -clock clk0 [all_outputs]

===== design/flow/design.v =====
module alu #(parameter n=32)
(
           input [n-1:0] x,y,                
           input [2:0] s,
           output [n-1:0] z, 
           output co,zero
    );
    reg [n-1:0] z1;
    assign z = z1; 
    reg carry,zero1;
assign co = carry;
assign zero = zero1;
    always @(*)
    begin
carry=0;  
zero1=0;
        case(s)
        3'b000: {carry,z1} = x + y;  
        3'b001: {carry,z1} = x - y;  
        3'b010: z1 = x & y;  
        3'b011:  z1 = x | y;  
         3'b101:  z1 = (x<y)?8'd1:8'd0;  
        endcase
if (z1==0) zero1=1'b1;
    end
endmodule

==> qor.json <==
{
  "outcome": {"value": "complete, no violations"},
  "synthSimpleGateAreaFrac": {"value": 0.220},
  "global_route.overflow_total": {"value": 0},
  "enable_flop_cells": {"value": 0},
  "synthFlopType": {"value": "sky130_fd_sc_hd__dlxtn_1"},
  "untimed_endpoints": {"value": 64},
  "synthesis.area_per_instance": {"value": 7.01, "unit": "um^2"},
  "drt_wl_total": {"value": 21400, "unit": "um"},
  "path_cells": {"value": "clkdlybuf4s50_1 > clkinv_1 > nand3_1 > buf_4 > nor3_1 > a2111oi_0 > a31oi_1 > a21o_1 > nor4_1 > nand4bb_1 > or4_1 > nor3_2 > clkdlybuf4s50_1"},
  "finalHoldViolCount": {"value": 0},
  "post-route-drc-count": {"value": 0},
  "rows": {"value": 45},
  "min_delay_worst_endpoint": {"value": "co"},
  "warning_count": {"value": 96},
  "count_of_unclocked_register_or_latch_pins": {"value": 32},
  "power.clock.fraction": {"value": 0},
  "fillers": {"value": 1590},
  "floorplan.initialDensity": {"value": 0.412},
  "detail_route.iter0.violations": {"value": 682},
  "synth.area.mux_share": {"value": 0.0131},
  "numPlacedInstances": {"value": 1165},
  "grt_max_degree": {"value": 30},
  "power_frac_comb": {"value": 0.947},
  "rsz_0062_raised_after_global_routing": {"value": "false"},
  "fp.dieW": {"value": 128, "unit": "um"},
  "cts_hold_repair.buffers": {"value": 0},
  "holdCritPathClass": {"value": "input pin to output port"},
  "crit_path_frequent_cell": {"value": "sky130_fd_sc_hd__clkdlybuf4s50_1"},
  "cell_at_the_slowest_stage_of_the_critical_path": {"value": "sky130_fd_sc_hd__clkdlybuf4s50_1"},
  "switching_power": {"value": 0.000128, "unit": "W"},
  "post_cts_setup_buffer_count": {"value": 0},
  "min_period_over_period": {"value": 0.670},
  "crit_path_start_kind": {"value": "input pin"},
  "yosys.area_share.xor_xnor": {"value": 0.0125},
  "postSynthRegisterBits": {"value": 32},
  "power_switching_share": {"value": 0.573},
  "portBuffers": {"value": 101},
  "postCtsResizedCells": {"value": 0},
  "detailroute.via_count": {"value": 6894},
  "dieHeight": {"value": 128, "unit": "um"},
  "cell_int_power": {"value": 0.0000952, "unit": "W"},
  "ys.warnings.count": {"value": 1},
  "asyncSetResetFlopFracSynth": {"value": 0},
  "final_layout_size_suffix_gt1_frac": {"value": 0.0545},
  "avgViaCountPerCell": {"value": 5.92},
  "critical_path.max_fanout": {"value": 27},
  "powerDensity": {"value": 30.8, "unit": "nW/um^2"},
  "final-max-slew-violation-count": {"value": 0},
  "worst_setup_path_end_kind": {"value": "output port"},
  "cellLeakagePower": {"value": 3.12, "unit": "nW"},
  "max-cap-violations": {"value": 0},
  "gr-usage-all-layers": {"value": 0.269},
  "worst_slew_pin_slew": {"value": 0.895, "unit": "ns"},
  "cell_count_final_fillers_out": {"value": 1165},
  "post_synth_inst_count": {"value": 899},
  "coreArea": {"value": 15300, "unit": "um^2"},
  "worst_hold_startpoint": {"value": "y[31]"},
  "syn2layout_area_growth": {"value": 14.7, "unit": "%"},
  "floorplan.io_pins": {"value": 101},
  "worst_path_largest_cell_delay": {"value": 0.78, "unit": "ns"},
  "relSlewSlack": {"value": 0.403},
  "yosys.area_share.adder": {"value": 0.197},
  "yosys.cell_types.count": {"value": 90},
  "area.sequential": {"value": 480, "unit": "um^2"},
  "hpwl": {"value": 16800, "unit": "um"},
  "max_clock_freq": {"value": 0.0803, "unit": "GHz"},
  "worstHoldPathCells": {"value": 5},
  "compound_area_frac": {"value": 0.352},
  "routedWlPerCell": {"value": 18.4, "unit": "um"},
  "mi_logic_area": {"value": 5020, "unit": "um^2"},
  "synthTopLogicFamily": {"value": "AND-OR/OR-AND gates"},
  "synth-cells-yosys": {"value": 899},
  "pwr-share-seq": {"value": 0.053},
  "largest_reg_flops": {"value": 32},
  "tns": {"value": 0, "unit": "ns"},
  "chip_area_estimate_from_yosys_synthesis": {"value": 6300, "unit": "um^2"},
  "crit_type": {"value": "input pin to output port"},
  "setup_violations": {"value": 0},
  "antenna_found_initial": {"value": 0},
  "grt_first_pass_wirelength": {"value": 34300, "unit": "um"},
  "crit_required": {"value": 14.88, "unit": "ns"},
  "final_period_minus_worst_setup_slack": {"value": 12.46, "unit": "ns"},
  "detail-route-antenna-nets": {"value": 0},
  "floorplan.die_area": {"value": 16300, "unit": "um^2"},
  "synthesis.area": {"value": 6300, "unit": "um^2"},
  "worstPathArrival": {"value": 8.74, "unit": "ns"},
  "grt_pass1_vias": {"value": 6236},
  "gp_congestion": {"value": 0.974},
  "route.antenna.diode_count": {"value": 0},
  "max-vdd-ir-drop": {"value": 0.0118, "unit": "mV"},
  "dr.pass1.iters": {"value": 5}
}
-- worst max-delay path: cells and delay by family --
family,cells,cell delay [ns]
buf+inv,4,2.40
compound gates,3,0.78
simple gates,6,1.82
-- metal layers --
| metal | up-vias | part of all wire | wire, um | track usage |
|---|---|---|---|---|
| met4 | 0 | 0.0064 | 137 | 0.0203 |
| met5 | - | 0 | 0 | 0 |
| met3 | 16 | 0.091 | 1940 | 0.0478 |
| met2 | 332 | 0.43 | 9160 | 0.409 |
| met1 | 3161 | 0.48 | 10200 | 0.411 |
| li1 | 3385 | - | - | - |
-- cells in the mapped netlist, types with 8 or more instances --
master / instances / share of area
sky130_fd_sc_hd__o21ai_0: 49 / 0.039
sky130_fd_sc_hd__or2_2: 11 / 0.011
sky130_fd_sc_hd__a211oi_1: 13 / 0.015
sky130_fd_sc_hd__a21oi_1: 91 / 0.072
sky130_fd_sc_hd__ha_1: 96 / 0.19
sky130_fd_sc_hd__a21o_1: 10 / 0.012
sky130_fd_sc_hd__nor4_1: 15 / 0.015
sky130_fd_sc_hd__inv_1: 101 / 0.060
sky130_fd_sc_hd__nor3_1: 32 / 0.025
sky130_fd_sc_hd__clkbuf_8: 11 / 0.024
sky130_fd_sc_hd__nand3_1: 16 / 0.013
sky130_fd_sc_hd__nand2b_1: 9 / 0.0089
sky130_fd_sc_hd__nor2_1: 70 / 0.042
sky130_fd_sc_hd__xnor2_1: 9 / 0.013
sky130_fd_sc_hd__nand2_1: 54 / 0.032
sky130_fd_sc_hd__o31ai_1: 13 / 0.015
sky130_fd_sc_hd__o21a_1: 11 / 0.013
sky130_fd_sc_hd__dlxtn_1: 32 / 0.076
sky130_fd_sc_hd__o211ai_1: 16 / 0.019
sky130_fd_sc_hd__clkbuf_1: 26 / 0.015
sky130_fd_sc_hd__o22ai_1: 12 / 0.012
sky130_fd_sc_hd__nor2b_1: 15 / 0.015
sky130_fd_sc_hd__o21bai_1: 8 / 0.0095
-- stage by stage --
stage / setup slack (ns) / utilization / power, W / hold WS, ns / cell area [um^2]
finish: 6.14 / 0.472 / 0.000223 / 8.69 / 7230
global route: 5.92 / 0.472 / 0.000243 / 8.77 / 7230
CTS: 6.30 / 0.472 / 0.000219 / 8.69 / 7230
detailed placement: 6.32 / 0.472 / 0.000218 / 8.68 / 7230
global placement: 6.30 / 0.472 / 0.000219 / 8.69 / 7230
floorplan: 8.09 / - / 0.000154 / 7.63 / 6300
-- power groups by stage --
stage	clock network, W	registers [W]	logic, W
after CTS	0	0.0000119	0.000207
after global routing	0	0.0000123	0.000231
final	0	0.0000118	0.000211
-- kinds of logic (layout without fill, tap and decap cells) --
group                      after synthesis  count (layout)
muxes                                    8               8
xor gates and xnor gates                 9               9
adders and majority gates               98              98
AOI/OAI and AO/OA                      324             324
and+or+nand+nor                        269             269
latches                                 32              32
buffers and inverters                  159             214
-- layout by cell type, fill, tap and decap left out, types with 4 or more instances in the layout --
| master | Yosys | final |
|---|---|---|
| sky130_fd_sc_hd__a2111oi_0 | 5 | 5 |
| sky130_fd_sc_hd__a211oi_1 | 13 | 13 |
| sky130_fd_sc_hd__a21o_1 | 10 | 10 |
| sky130_fd_sc_hd__a21oi_1 | 91 | 90 |
| sky130_fd_sc_hd__a221o_1 | 5 | 5 |
| sky130_fd_sc_hd__a22oi_1 | 6 | 6 |
| sky130_fd_sc_hd__a31oi_1 | 7 | 7 |
| sky130_fd_sc_hd__and2_1 | 6 | 6 |
| sky130_fd_sc_hd__and3_1 | 4 | 4 |
| sky130_fd_sc_hd__buf_4 | 0 | 9 |
| sky130_fd_sc_hd__clkdlybuf4s50_1 | 0 | 101 |
| sky130_fd_sc_hd__dlxtn_1 | 32 | 32 |
| sky130_fd_sc_hd__ha_1 | 96 | 96 |
| sky130_fd_sc_hd__inv_1 | 101 | 101 |
| sky130_fd_sc_hd__mux2i_1 | 6 | 6 |
| sky130_fd_sc_hd__nand2_1 | 54 | 54 |
| sky130_fd_sc_hd__nand2b_1 | 9 | 9 |
| sky130_fd_sc_hd__nand3_1 | 16 | 16 |
| sky130_fd_sc_hd__nand4_1 | 7 | 7 |
| sky130_fd_sc_hd__nor2_1 | 70 | 69 |
| sky130_fd_sc_hd__nor2b_1 | 15 | 15 |
| sky130_fd_sc_hd__nor3_1 | 32 | 32 |
| sky130_fd_sc_hd__nor4_1 | 15 | 15 |
| sky130_fd_sc_hd__o2111ai_1 | 6 | 6 |
| sky130_fd_sc_hd__o211ai_1 | 16 | 16 |
| sky130_fd_sc_hd__o21a_1 | 11 | 11 |
| sky130_fd_sc_hd__o21ai_0 | 49 | 49 |
| sky130_fd_sc_hd__o21bai_1 | 8 | 8 |
| sky130_fd_sc_hd__o221ai_1 | 7 | 7 |
| sky130_fd_sc_hd__o22a_1 | 7 | 7 |
| sky130_fd_sc_hd__o22ai_1 | 12 | 12 |
| sky130_fd_sc_hd__o31a_1 | 4 | 4 |
| sky130_fd_sc_hd__o31ai_1 | 13 | 13 |
| sky130_fd_sc_hd__o41ai_1 | 4 | 4 |
| sky130_fd_sc_hd__or2_2 | 11 | 11 |
| sky130_fd_sc_hd__or3_1 | 7 | 7 |
| sky130_fd_sc_hd__or4_1 | 5 | 5 |
| sky130_fd_sc_hd__xnor2_1 | 9 | 9 |
-- worst max-delay path by stage --
stage | startpoint | end | slack (ns)
global route | s[2] | zero | 5.92
CTS | s[2] | zero | 6.30
finish | s[2] | zero | 6.14
-- layout make-up --
cell class,count,area share
sequential,32,0.0665
timing repair buffer,110,0.149
tap,211,0.0365
inverter,104,0.0540
multi-input combinational,708,0.694
Power is estimated from default activity; no workload was simulated.
